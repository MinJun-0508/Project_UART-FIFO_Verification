**./design.v**
```verilog
`timescale 1ns / 1ps
module UART_RX (
    input        clk,
    input        rst,
    input        rx,
    input        b_tick,
    output       rx_done,
    output [7:0] rx_data
);
    parameter [1:0] IDLE = 2'b00, START = 2'b01, DATA = 2'b10, STOP = 2'b11;
    reg [1:0] state_reg, state_next;
    reg [4:0] b_tick_cnt_reg, b_tick_cnt_next;
    reg [3:0] bit_cnt_reg, bit_cnt_next;
    reg rx_done_reg, rx_done_next;
    reg [7:0] rx_data_reg, rx_data_next;
    assign rx_data = rx_data_reg;
    assign rx_done = rx_done_reg;
    always @(posedge clk, posedge rst) begin
        if (rst) begin
            state_reg      <= IDLE;
            b_tick_cnt_reg <= 0;
            bit_cnt_reg    <= 0;
            rx_done_reg    <= 0;
            rx_data_reg    <= 0;
        end else begin
            state_reg      <= state_next;
            b_tick_cnt_reg <= b_tick_cnt_next;
            bit_cnt_reg    <= bit_cnt_next;
            rx_done_reg    <= rx_done_next;
            rx_data_reg    <= rx_data_next;
        end
    end
    always @(*) begin
        state_next      = state_reg;
        b_tick_cnt_next = b_tick_cnt_reg;
        bit_cnt_next    = bit_cnt_reg;
        rx_done_next    = rx_done_reg;
        rx_data_next    = rx_data_reg;
        case (state_reg)
            IDLE: begin
                rx_done_next = 0;
                if (!rx) begin
                    b_tick_cnt_next = 0;
                    bit_cnt_next = 0;
                    state_next = START;
                    rx_data_next = 0;
                end
            end
            START: begin
                if (b_tick) begin
                    if (b_tick_cnt_reg == 23) begin
                        state_next = DATA;
                        rx_data_next[7] = rx;
                        b_tick_cnt_next = 0;
                    end else begin
                        b_tick_cnt_next = b_tick_cnt_reg + 1;
                    end
                end
            end
            DATA: begin
                if (b_tick) begin
                    if (bit_cnt_reg == 7) begin
                        bit_cnt_next = 0;
                        state_next   = STOP;
                    end else begin
                        if (b_tick_cnt_reg == 15) begin
                            b_tick_cnt_next = 0;
                            rx_data_next = rx_data_reg >> 1;
                            rx_data_next[7] = rx;
                            bit_cnt_next = bit_cnt_reg + 1;
                        end else begin
                            b_tick_cnt_next = b_tick_cnt_reg + 1;
                        end
                    end
                end
            end
            STOP: begin
                if (b_tick) begin
                    if (b_tick_cnt_reg == 15) begin
                        state_next = IDLE;
                        b_tick_cnt_next = 0;
                        rx_done_next = 1;
                    end else begin
                        b_tick_cnt_next = b_tick_cnt_reg + 1;
                    end
                end
            end
        endcase
    end
endmodule
```
**./run.sh**
```bash
#!/bin/bash
# OpenROAD 26Q1-2900-gdf79404cd8, Yosys 0.63+post, stock flow scripts
make -C /OpenROAD-flow-scripts/flow DESIGN_CONFIG=/design/flow/config.mk WORK_HOME=/design/flow/orfs finish
```
**./config.mk**
```make
export PLATFORM = sky130hd
export DESIGN_NAME = UART_RX
export DESIGN_NICKNAME = UART_RX
export VERILOG_FILES = /design/flow/design.v
export SDC_FILE = /design/flow/constraint.sdc
export NUM_CORES = 4
export LEC_CHECK = 1
export CORE_AREA = 10 10 99 99
export DIE_AREA = 0 0 109 109
```
**./constraint.sdc**
```tcl
current_design UART_RX

set clk_period 2.5
set clk_io_pct 0.2

create_clock -name clk0 -period $clk_period [get_ports {clk}]

set non_clock_inputs [all_inputs -no_clocks]
set_input_delay [expr $clk_period * $clk_io_pct] -clock clk0 $non_clock_inputs
set_output_delay [expr $clk_period * $clk_io_pct] -clock clk0 [all_outputs]
```
==> GITHUB_STEP_SUMMARY <==
### Metrics collected by this job

| Metric | Value |
|---|---|
| Outcome | finished clean |
| Util after Layout | 19.45% |
| Yosys Instances | 122 |
| Tool warning count | 25 |
| Slew headroom | 54.30% |
| Area growth syn-to-layout | 24.58% |
| Post-synth top area share | 43.57% |
| Worst Hold Class | flip-flop to flip-flop |
| Setup-failing EPs final | 0 |
| I/O Pins | 13 |
| Crit-path max cell delay | 660 ps |
| Clk slew on worst S/H paths | 80 ps |
| Fp_density | 15.61% |
| Worst slew pin tran | 685.5 ps |
| Pwr Density | 608.1 nW/µm² |
| Synth top cell by count | dfrtp_1 |
| Syn avg cell area | 9.887 µm² |
| Gpl congestion | 0.7575 |
| Latency at later pin | 260 ps |
| Distinct cells, synth | 39 |
| Largest net degree at the start of global routing | 23 |
| Crit path time final | 1937 ps |
| Register share after synthesis | 45.75% |
| Crit Path Max Fanout | 10 |
| Post-Route WL | 2454 µm |
| Finished Cell Area | 1503 µm² |
| Crit path cell chain | clkdlybuf4s50_1 > nand2b_1 > and3_1 > nand2_2 > a21bo_1 |
| Cell taking the most area after synthesis | dfrtp_1 |
| Clock Skews | 3.963 ps |
| Drt drc | 0 |
| RSZ-0062 raised after global routing | no |
| Number of flip-flops in the largest register | 8 |
| Max Root-Sink Buffers | 2 |
| FP Rows | 32 |
| Vias per inst | 3.932 |
| Total vias in the final route | 924 |
| Fin. max-slew vios | 0 |
| Initial drt markers | 45 |
| First-pass GRT wire length | 3912 µm |
| Hold Fails Final Rpt | 0 |
| LEAKAGE | 0.7037 nW |
| Crit path launch type | primary input |
| VDD IR max | 0.2602 mV |
| Top cells by area | dfrtp_1 44%, a21bo_1 5.8%, o21ai_0 4.6% |
| Critical path type | primary input to flip-flop |
| Post-CTS sizing | 0 |
| CP max-delay cell | clkdlybuf4s50_1 |
| Max Cap Violations | 0 |
| Port bufs | 12 |
| F_max | 516.2 MHz |
| Global Route Usage Sum | 4.000% |
| Die H | 109 µm |
| Layout cell share with drive strength beyond 1 | 8.271% |
| Synth async-reset ratio | 100.0% |
| Dominant register cell | dfrtp_1 |
| Vias in the first global route | 816 |
| Core ar. | 7727 µm² |
| Full die area | 11,880 µm² |
| WP data required | 2660 ps |
| CP Capture Type | flip-flop |
| Pwr Total | 0.0009138 W |
| CTS tree | built |
| Die W | 109 µm |
| DP Wirelength | 1862 µm |
| Initial antenna violation count | 0 |
| Post-Synthesis Cells | 122 |
| Clock buffer count from CTS | 3 |
| Cycle use final | 77.48% |
| Buf+Inv Stages, Crit Path | 1 |
| Detailed-routing iteration count for the pre-antenna-repair pass | 4 |
| Mapped cell area | 1206 µm² |
| Setup_tns | 0 ps |
| Setup bufs post-CTS | 0 |
| YS chip area | 1206 µm² |
| Delay-heaviest family, CP | simple AND/OR/NAND/NOR gates |
| Commonest cells post-synth | 21 x dfrtp_1, 11 x o21ai_0, 9 x nand2_1 |
| EDFF count, synth | 0 |
| Clock Sinks | 22 |
| Arrival @ worst endpoint | 2090 ps |
| # hold bufs at CTS | 0 |
| Root Buffer | clkbuf_8 |
| Ys Warns | 1 |
| FF+latch count, synth | 22 |
| Antenna diodes | 0 |
| H-tree depth | 1 |
| Antenna Nets Post-Route | 0 |
| DR WL/cell | 10.44 µm |
| Aggregate global routing overflow | 0 |
| Dpl cell area | 1431 µm² |
==> worst reg2reg max path: cells and delay by family (launching register included) <==
family          cells  cell delay, ps
compound gates      1             440
fa+ha+maj           1             220
flops               1             400
simple gates        1             210
mux                 1             380
==> cells in the final DEF, fill, tap and decap left out, drive strengths merged, types with 2 or more instances in the layout <==
master	count
o21bai	2
clkbuf	3
ha	3
o21ai	14
nand2	10
and3	2
nor2	4
a21oi	5
a21bo	7
nand4b	2
dfrtp	21
inv	8
mux2i	2
nand2b	3
o211ai	2
clkdlybuf4s50	12
nand4	7
nand3	8
==> layout make-up <==
class / count / area [µm²]
Tap cell: 102 / 127.6
Sequential cell: 22 / 551.8
Timing Repair Buffer: 13 / 127.6
Clock inverter: 1 / 30.03
Clock buffer: 3 / 41.29
Fill cell: 828 / 6225
Multi-Input combinational cell: 86 / 594.3
Inverter: 8 / 30.03
==> path summary, 6_finish.rpt <==
path | startpoint | endpoint | slack, ps | depth (start not counted)
setup reg to reg | bit_cnt_reg[0] | b_tick_cnt_reg[4] | 740 | 4
hold / removal | rx_data_reg[0] | rx_data_reg[0] | 490 | 1
min in group asynchronous | rst | bit_cnt_reg[3] | 580 | 3
max in group asynchronous | rst | state_reg[0] | 1640 | 3
setup / recovery | b_tick | rx_data_reg[6] | 560 | 5
hold reg to reg | rx_data_reg[0] | rx_data_reg[0] | 490 | 1
==> kinds of logic after synthesis <==
logic type,after synthesis,share of synthesized area [%]
flip-flops,22,45.75
AND/OR/NAND/NOR,44,21.99
adder cells (fa/ha/maj),3,3.112
AND-OR/OR-AND,36,21.58
buffers and inverters,14,4.979
multiplexers,3,2.593
==> through the flow <==
stage	instances	setup WS, ps	hold WS [ps]
after detailed placement	231	276.6	467.9
after global placement	231	299.8	469.2
after CTS	235	562.1	487.4
final	235	562.9	486.3
after floorplan	122	950.3	424.2
after global routing	235	461.2	516.8
==> metal layers <==
layer | GRT usage [%] | up-vias | wire length [µm]
met5 | 0 | - | 0
met4 | 0.09416 | 0 | 0
met3 | 1.493 | 0 | 156
met2 | 6.127 | 11 | 1101
met1 | 5.596 | 444 | 1197
li1 | - | 469 | -
==> power by group <==
| group | internal (W) | switching [W] | leakage, nW |
|---|---|---|---|
| Clock | 0.000214 | 0.000115 | 0.0357 |
| Combinational | 0.0000726 | 0.0000626 | 0.377 |
| Sequential | 0.000396 | 0.0000547 | 0.291 |
| Total | 0.000682 | 0.000232 | 0.704 |
No activity file was given, so power comes from the tool's default toggle rates.
