--- design/flow/config.mk ---
export PLATFORM = sky130hd
export DESIGN_NAME = fifo
export DESIGN_NICKNAME = fifo
export VERILOG_FILES = /design/flow/design.v
export SDC_FILE = /design/flow/constraint.sdc
export NUM_CORES = 4
export LEC_CHECK = 1
export CORE_UTILIZATION = 30
--- design/flow/constraint.sdc ---
current_design fifo

set clk_period 2.7
set clk_io_pct 0.2

create_clock -name clk0 -period $clk_period [get_ports {clk}]

set non_clock_inputs [all_inputs -no_clocks]
set_input_delay [expr $clk_period * $clk_io_pct] -clock clk0 $non_clock_inputs
set_output_delay [expr $clk_period * $clk_io_pct] -clock clk0 [all_outputs]
--- design/flow/design.v ---
`timescale 1ns / 1ps
module fifo (
    input  logic       clk,
    input  logic       rst,
    input  logic       wr,
    input  logic       rd,
    input  logic [7:0] wdata,
    output logic [7:0] rdata,
    output logic       full,
    output logic       empty
);
    logic [2:0] waddr,raddr;
    logic wr_en;
    assign wr_en = wr & ~full;
    register_file U_REG_FILE (.*,.wr(wr_en));
    fifo_control_unit U_FIFO_CU (.*);
endmodule
module register_file #(
    parameter AWIDTH = 3
) (
    input  logic                clk,
    input  logic                wr,
    input  logic [         7:0] wdata,
    input  logic [AWIDTH - 1:0] waddr,
    input  logic [AWIDTH - 1:0] raddr,
    output logic [         7:0] rdata
);
    logic [7:0] ram[0 : 2**AWIDTH -1];
    assign rdata = ram[raddr];
    always_ff @(posedge clk) begin
        if (wr) begin
            ram[waddr] = wdata;
        end
    end
endmodule
module fifo_control_unit #(
    parameter AWIDTH = 3
) (
    input  logic                clk,
    input  logic                rst,
    input  logic                wr,
    input  logic                rd,
    output logic [AWIDTH - 1:0] waddr,
    output logic [AWIDTH - 1:0] raddr,
    output logic                full,
    output logic                empty
);
    logic [AWIDTH-1 : 0] waddr_reg, waddr_next;
    logic [AWIDTH-1 : 0] raddr_reg, raddr_next;
    logic full_reg, full_next;
    logic empty_reg, empty_next;
    assign waddr = waddr_reg;
    assign raddr = raddr_reg;
    assign full  = full_reg;
    assign empty = empty_reg;
    always_ff @(posedge clk, posedge rst) begin
        if (rst) begin
            waddr_reg <= 0;
            raddr_reg <= 0;
            full_reg  <= 0;
            empty_reg <= 1'b1;
        end else begin
            waddr_reg <= waddr_next;
            raddr_reg <= raddr_next;
            full_reg  <= full_next;
            empty_reg <= empty_next;
        end
    end
    always_comb begin
        waddr_next = waddr_reg;
        raddr_next = raddr_reg;
        full_next  = full_reg;
        empty_next = empty_reg;
        case ({
            wr, rd
        })
            2'b01: begin   
                if (!empty_reg) begin
                    raddr_next = raddr_reg + 1;
                    full_next  = 1'b0;
                    if (waddr_reg == raddr_next) begin
                        empty_next = 1'b1;
                    end
                end
            end
            2'b10: begin   
                if (!full_reg) begin
                    waddr_next = waddr_reg + 1;
                    empty_next = 1'b0;
                    if (waddr_next == raddr_reg) begin
                        full_next = 1'b1;
                    end
                end
            end
            2'b11: begin   
                if (full_reg) begin
                    raddr_next = raddr_reg + 1;
                    full_next  = 1'b0;
                end else if (empty_reg) begin
                    waddr_next = waddr_reg + 1;
                    empty_next = 1'b0;
                end else begin
                    raddr_next = raddr_reg + 1;
                    waddr_next = waddr_reg + 1;
                end
            end
        endcase
    end
endmodule
--- design/flow/run.sh ---
#!/bin/bash
# OpenROAD 26Q1-2900-gdf79404cd8, Yosys 0.63+post, stock flow scripts
make -C /OpenROAD-flow-scripts/flow DESIGN_CONFIG=/design/flow/config.mk WORK_HOME=/design/flow/orfs finish
==> impl_metrics.env <==
# source this file to load flow results
export IMPL_outcome="finished, final reports clean"
export IMPL_crit_path_start_kind="register"
export IMPL_dp_hpwl_microns=3240
export IMPL_cts_root_buf="clkbuf_8"
export IMPL_rrSetupSlack_ns=0.71
export IMPL_wl_met1_microns=2070
export IMPL_floorplan_rows=35
export IMPL_place_congestion=0.775
export IMPL_path_cells="clkbuf_16, mux4_2, mux2_2, clkdlybuf4s50_1"
export IMPL_clkLatencyLatePin_ns=0.35
export IMPL_ys_ff=72
export IMPL_die_area_sq_um=10200
export IMPL_rsz0062_at_grt="true"
export IMPL_path_buffers=2
export IMPL_tool_warnings=27
export IMPL_syn_avg_cell_area_sq_um=20.9
export IMPL_area_growth_syn_to_layout_pct=24.5
export IMPL_post_route_drc_count=0
export IMPL_ant_nets=0
export IMPL_finalHoldViolCount=0
export IMPL_ys_cells=141
export IMPL_clock_fmax_mhz=377
export IMPL_yosys_warnings=2
export IMPL_critPathMaxFanout=6
export IMPL_netlist_area_sq_um=2950
export IMPL_worst_pin_slew_ns=0.688
export IMPL_ys_types=25
export IMPL_ys_seq_share=0.719
export IMPL_setup_tns_ns=0
export IMPL_clk_pin_slew_ns=0.08
export IMPL_hold_buffers=0
export IMPL_yosysChipArea_sq_um=2950
export IMPL_path_depth=4
export IMPL_timing_max_cap_violations=0
export IMPL_max_stage_delay_ns=0.49
export IMPL_worst_clock_skew_ns=0.0118
export IMPL_worstPathRequired_ns=2.16
export IMPL_wl_met2_microns=2500
export IMPL_grt_total_usage=0.117
export IMPL_antennaDiodeCount=0
export IMPL_relSlewSlack=0.541
export IMPL_wl_per_cell_microns=16.5
export IMPL_timing_final_crit_share=0.982
export IMPL_final_util=0.392
export IMPL_slew_violations=0
export IMPL_r2r_start="U_FIFO_CU.raddr_reg[1]"
export IMPL_cts_htree_levels=3
export IMPL_worstPathArrival_ns=2.11
export IMPL_cts_buffer_depth=2
export IMPL_boundaryPins=22
export IMPL_powerDensity_nw_per_um2=1050
export IMPL_grt_overflow=0
export IMPL_cts_tree="yes"
export IMPL_cpMaxStageDelayCell="mux4_2"
export IMPL_numCtsBuffers=9
export IMPL_firstDrtPassIters=4
export IMPL_num_vias=1482
export IMPL_die_x_microns=101
export IMPL_end_kind="primary output"
export IMPL_grt_pass1_vias=1533
export IMPL_critPathLaunch="U_FIFO_CU.raddr_reg[0]"
export IMPL_clock_sinks=72
export IMPL_initial_core_util=0.315
export IMPL_io_buffers=21
export IMPL_post_route_min_period_ns=2.65
export IMPL_r2r_end="U_FIFO_CU.empty_reg"
export IMPL_drt_initial_drc_count=42
export IMPL_dr_wl_met3_microns=734
export IMPL_grt_max_degree=19
export IMPL_grt_pass1_wl_microns=8090
export IMPL_synth_cells=141
export IMPL_die_h_microns=101
export IMPL_setup_viol=0
export IMPL_largest_reg_flops=64
export IMPL_core_area_sq_um=9370
export IMPL_post_drt_via_cell_ratio=4.53
export IMPL_drive_gt1_frac=0.359
export IMPL_grt_antenna_before_repair=0
export IMPL_totalWireLength_microns=5380
export IMPL_p_leak_nw=1.30
export IMPL_cp_top_family="multiplexers"
export IMPL_top_layer="met4"
export IMPL_peakVddDrop_mv=0.380
export IMPL_crit_type="reg2out"
export IMPL_hold_class="in2async"
export IMPL_reg2reg_depth=4
## stage by stage
step	setup slack (ns)	std cells	hold WS [ns]	area (sq um)	total power, W
floorplan	0.694	141	0.355	2950	0.00233
global placement	0.262	304	0.514	3430	0.00285
detailed placement	0.270	304	0.518	3430	0.00285
CTS	-0.0325	323	0.452	3660	0.00382
global route	-0.0308	327	0.475	3680	0.00409
finish	0.0480	327	0.443	3680	0.00385
## timing repair
action | 4_1_cts | 5_1_grt
pin swaps | 0 | 0
resized | 17 | 16
gates cloned | 1 | 0
setup endpoints to repair | 7 | 6
setup buffers | 3 | 4
## synth_stat cells (all sizes together)
cell type | n | area, sq um
mux2 | 10 | 113
a22o | 1 | 8.76
buf | 5 | 46.3
a21bo | 1 | 10.0
nor2b | 1 | 6.26
or4b | 1 | 10.0
inv | 2 | 7.51
nor4b | 1 | 8.76
o21ai | 1 | 5.00
nor2 | 6 | 22.5
xor2 | 5 | 43.8
nand2 | 4 | 15.0
o22ai | 1 | 6.26
dfrtp | 7 | 175
nand3 | 1 | 5.00
nor3 | 2 | 10.0
dfstp | 1 | 26.3
xnor2 | 5 | 43.8
edfxtp | 64 | 1920
mux4 | 16 | 420
nand2b | 3 | 18.8
ha | 2 | 25.0
clkbuf | 1 | 3.75
## final cells by class
| type | instances | area (sq um) |
|---|---|---|
| inverter | 2 | 7.51 |
| tap | 129 | 161 |
| sequential | 72 | 2120 |
| fill | 877 | 5700 |
| timing repair buffer | 48 | 450 |
| multi-input combinational | 61 | 738 |
| clock inverter | 6 | 70.1 |
| clock buffer | 9 | 124 |
## worst reg2reg max path, stage by stage (launching register included)
cell     delay, ns
dfrtp_1       0.79
ha_1          0.38
xor2_1        0.14
or4b_1        0.46
o22ai_1       0.15
## where the power goes
group / internal, W / switching, W / total, W
Clock: 0.000425 / 0.000401 / 0.000826
Combinational: 0.000909 / 0.000528 / 0.00144
Sequential: 0.00143 / 0.000152 / 0.00158
Total: 0.00277 / 0.00108 / 0.00385
## routing by layer
| layer | track usage | up-vias |
|---|---|---|
| li1 | - | 665 |
| met1 | 0.144 | 724 |
| met2 | 0.181 | 83 |
| met3 | 0.0833 | 10 |
| met4 | 0.0134 | 0 |
| met5 | 0 | - |
## kinds of logic (layout without fill, tap and decap cells)
group,Yosys count,after routing,synth area share
compound gates,4,4,0.0102
xor+xnor,10,10,0.0297
fa+ha+maj,2,2,0.00847
buf+inv,8,65,0.0195
flops,72,72,0.719
mux,26,26,0.181
simple gates,19,19,0.0326
## worst max-delay path by stage
stage                       to  slack (ns)
after CTS             rdata[4]       -0.03
after global routing  rdata[1]       -0.03
final                 rdata[1]        0.05
## cell usage in the layout (no fill, tap or decap), drive strengths merged, types with 2 or more instances in the layout
cell,synthesis,routed
dlygate4sd2,0,3
clkbuf,1,10
edfxtp,64,64
nor3,2,2
nor2,6,6
clkdlybuf4s50,0,15
nand2,4,4
inv,2,3
nand2b,3,3
mux4,16,16
ha,2,2
xor2,5,5
clkinvlp,0,3
xnor2,5,5
mux2,10,10
dfrtp,7,7
buf,5,26
dlymetal6s2s,0,3
Power and IR drop assume default switching activity.
